$ cat run.sh
#!/bin/bash
# OpenROAD 26Q1-2900-gdf79404cd8, Yosys 0.63+post, stock flow scripts
make -C /OpenROAD-flow-scripts/flow DESIGN_CONFIG=/design/flow/config.mk WORK_HOME=/design/flow/orfs finish
$ cat config.mk
export PLATFORM = sky130hd
export DESIGN_NAME = traffic_control
export DESIGN_NICKNAME = traffic_control
export VERILOG_FILES = /design/flow/design.v
export SDC_FILE = /design/flow/constraint.sdc
export NUM_CORES = 4
export LEC_CHECK = 1
export CORE_AREA = 10 10 103 103
export DIE_AREA = 0 0 113 113
$ cat design.v
module traffic_control(clk,rst,m1,m2,m3,m4);
input clk,rst;                  
output reg [2:0]m1;             
output reg [2:0]m2;             
output reg [2:0]m3;              
output reg [2:0]m4;              
parameter s1=1,s2=2,s3=3,s4=4,s5=5,s6=6;    
reg [2:0]count;                             
reg [2:0]ps;                                
parameter sec7=7,sec2=2,sec3=3,sec4=4;     
always@(posedge clk or posedge rst)
begin
        if(rst)
            begin
            count<=0;                                   
            ps<=s1;                                     
            end
       else
            begin
                case(ps)
                    s1:if(count<sec7)                   
                            begin
                                ps<=s1;
                                count<=count+1;
                                m1=3'b001;             
                                m2=3'b100;             
                                m3=3'b100;             
                                m4=3'b001;             
                            end
                       else
                            begin
                                ps<=s2;                
                                count<=0;
                            end
                    s2:if(count<sec2)                   
                            begin
                                ps<=s2;
                                count<=count+1;
                                m1=3'b001;          
                                m2=3'b100;          
                                m3=3'b100;          
                                m4=3'b010;          
                            end
                       else
                            begin
                                ps<=s3;              
                                count<=0;
                            end
                    s3:if(count<sec3)
                            begin
                                ps<=s3;
                                count<=count+1;
                                m1=3'b001;           
                                m2=3'b001;           
                                m3=3'b100;           
                                m4=3'b100;           
                            end
                       else
                            begin
                                ps<=s4;              
                                count<=0;
                            end
                    s4:if(count<sec2)
                            begin
                                ps<=s4;
                                count<=count+1;
                                m1=3'b010;          
                                m2=3'b010;          
                                m3=3'b100;          
                                m4=3'b100;          
                            end
                       else
                            begin
                                ps<=s5;             
                                count<=0;
                            end
                    s5:if(count<sec4)
                            begin
                                ps<=s5;
                                count<=count+1;
                                m1=3'b100;             
                                m2=3'b100;             
                                m3=3'b001;             
                                m4=3'b100;               
                            end
                       else
                            begin
                                ps<=s6;              
                                count<=0;
                            end  
                    s6:if(count<sec2)
                            begin
                                ps<=s6;
                                count<=count+1;
                                m1=3'b100;            
                                m2=3'b100;            
                                m3=3'b101;            
                                m4=3'b100;            
                            end
                       else
                            begin
                                ps<=s1;              
                                count<=0;
                            end    
                endcase
            end
end  
endmodule
$ cat constraint.sdc
current_design traffic_control

set clk_period 2.4
set clk_io_pct 0.2

create_clock -name clk0 -period $clk_period [get_ports {clk}]

set non_clock_inputs [all_inputs -no_clocks]
set_input_delay [expr $clk_period * $clk_io_pct] -clock clk0 $non_clock_inputs
set_output_delay [expr $clk_period * $clk_io_pct] -clock clk0 [all_outputs]
==> changes_impl.md <==
### Implementation results

* Status: finished, final reports clean
* Cycle use final at 79.6%
* Slew headroom at 65.3%
* Count leader, synth: edfxtp_1
* Worst-skew pair later-pin latency at 260 ps
* DRT Pass-1 Iters at 4
* Worst VDD drop at 284 µV
* Tool warnings at 25
* TNS Setup at 0 ps
* Flip-flops with a built-in enable at 11
* Reg2reg path depth at 3
* Critical path class: flip-flop to flip-flop
* 1st-iter DRT viols at 30
* Commonest flop: edfxtp_1
* GRT Util Overall at 3.11%
* Synthesized flop and latch total at 20
* Fp util at 12.4%
* Vias at 661
* Fillcell total at 914
* YS chip area at 0.00103 mm²
* CTS sink cnt at 20
* Final std cells w/o fill at 200
* CP Capture Type: flip-flop
* Largest type area fraction at 32.1%
* Total gr overflow at 0
* Area Growth Syn to Fin at 22.5%
* Power density cells at 558 mW/mm²
* Post-CTS Setup Bufs at 0
* Post-CTS Hold Buffers at 0
* Ant diodes at 0
* Post-Route WL at 1990 µm
* Ys cells at 88
* Vias in the first global route at 623
* Per-cell routed wire length at 9.96 µm
* Unique cell types at 38
* DR vias/cell at 3.31
* Synth Seq Share at 54.1%
* Worst Path Arrival at 1850 ps
* Max Slew Vio Count at 0
* Area leader, netlist: edfxtp_1
* Routed Antenna Nets at 0
* Critical Path RT at 2340 ps
* Io pins at 14
* Clock Skew at 6.81 ps
* Post-DP HPWL at 1460 µm
* Worst Tran Pin Value at 515 ps
* H-tree levels at 1
* CTS tree: built
* Critical Path Source Type: flip-flop
* Largest fanout on the critical path at 10
* Initial antenna violation count at 0
* Placed cells at 196
* Syn Inst Count at 88
* Post-synth top cells: edfxtp_1, dfrtp_1, nand2_1
* Yosys warning total at 1
* CTS resizes at 0
* Share of layout cells above drive strength 1 at 16.8%
* Syn_area_per_cell at 11.7 µm²
* Fmax at 523 MHz
* Placer Congestion at 0.825
* Max clock buf depth at 2
* Synth async-reset ratio at 45.0%
* Fin crit period at 1910 ps
* IO buf count at 12
* # DRC at 0
* Die H at 113 µm
* CTS buffer count at 3
* Die x size at 113 µm
* Global-route wire length before repair at 3260 µm
* Area of the mapped netlist at 0.00103 mm²
* Final setup viols at 0
* RSZ-0062 raised after global routing: no
* Largest net degree at the start of global routing at 13
* Placeable Area at 0.00830 mm²
* Clock root cell: clkbuf_8
* Final Hold Viols at 0
* Max cap viols at 0
* Hold crit path type: primary input to async pin
* # rows at 33
* Clk slew on worst S/H paths at 80 ps
* Top cells by area: edfxtp_1, dfrtp_1, clkbuf_8
* Die ar. at 0.0128 mm²
* Lkg Pwr at 0.000475 µW
## final cells by class
cell class                      instances  area (µm²)  area share (%)
Sequential cell                        20         557            44.2
Multi-Input combinational cell         52         350            27.8
Tap cell                              105         131            10.4
Timing Repair Buffer                   13         128            10.1
Clock buffer                            3        41.3            3.28
Clock inverter                          1        30.0            2.38
Inverter                                6        22.5            1.79
## state kept, by name, indices dropped and copies added, names as in the netlist
register	count
m3	2
m1	3
ps	6
m2	3
count	3
m4	3
## report_power, final
group | internal, µW | leakage, µW | switching [µW]
clock | 223 | 0.0000357 | 114
combinational | 2.78 | 0.000213 | 5.11
sequential | 359 | 0.000226 | 0
total | 585 | 0.000475 | 119
## logic make-up (layout without fill, tap and decap cells)
| kind of cell | after synthesis | count (layout) | share of synthesized area [%] |
|---|---|---|---|
| simple gates | 28 | 28 | 15.1 |
| xor+xnor | 1 | 1 | 0.852 |
| flops | 20 | 20 | 54.1 |
| fa+ha+maj | 2 | 2 | 2.43 |
| mux | 2 | 2 | 3.16 |
| compound gates | 18 | 18 | 12.2 |
| buf+inv | 16 | 23 | 11.8 |
| other cells | 1 | 1 | 0.365 |
## stage by stage
step           total power [µW]  instance area, µm²  hold slack, ps  setup WS [ps]  util [%]
5_1_grt                     728                1260             581            410      15.2
3_5_place_dp                375                1190             559            479      14.3
4_1_cts                     709                1260             554            491      15.2
6_report                    704                1260             546            489      15.2
3_3_place_gp                375                1190             576            541      14.3
2_1_floorplan               371                1030             313            607         -
## worst paths after layout
| kind | to | start | slack, ps |
|---|---|---|---|
| min in group clk0 | m4[1] | ps[2] | 590 |
| worst min register to register | m4[1] | ps[2] | 590 |
| worst min-delay path | ps[4] | rst | 550 |
| worst max-delay path | m1[0] | ps[1] | 490 |
| worst max register to register | m1[0] | ps[1] | 490 |
| max in group asynchronous | ps[0] | rst | 1640 |
## cells in the final DEF, fill, tap and decap left out, drive strengths merged, types with 2 or more instances in the layout
cell           Yosys  routed
or3                2       2
nor2               5       5
nor2b              2       2
mux2i              2       2
inv                5       5
edfxtp            11      11
clkdlybuf4s50      0      12
nand3              3       3
or2                2       2
clkbuf             5       3
dfrtp              8       8
a31oi              2       2
o21ai              2       2
a22o               2       2
nand2              7       7
nor3               3       3
ha                 2       2
a21oi              5       5
o211ai             2       2
## critical path, stage by stage (launching register included)
cell and delay (ps):
dfrtp_1 480, or4_4 590, mux2i_4 220, a21oi_1 300
## routing by layer
metal / part of all wire, % / global-route usage, % / up-vias
met1: 45 / 4.07 / 318
li1: - / - / 322
met4: 0.95 / 0.338 / 0
met3: 9.3 / 1.66 / 2
met2: 45 / 4.61 / 19
met5: 0 / 0 / -
Power is estimated from default activity; no workload was simulated.
